==> design/flow/design.v <==
`timescale 1ns / 1ps
module calc_clk(
    input clk, input[31:0] m, output reg slow_clk = 0
    );
reg[31:0] ct = 0;
always @(posedge clk) begin
    ct <= (ct == m)? 0 : ct + 1;
    slow_clk <= (ct == 0)? ~slow_clk : slow_clk;
end    
endmodule
==> design/flow/run.sh <==
#!/bin/bash
# OpenROAD 26Q1-2900-gdf79404cd8, Yosys 0.63+post, stock flow scripts
make -C /OpenROAD-flow-scripts/flow DESIGN_CONFIG=/design/flow/config.mk WORK_HOME=/design/flow/orfs finish
==> design/flow/config.mk <==
export PLATFORM = sky130hd
export DESIGN_NAME = calc_clk
export DESIGN_NICKNAME = calc_clk
export VERILOG_FILES = /design/flow/design.v
export SDC_FILE = /design/flow/constraint.sdc
export NUM_CORES = 4
export LEC_CHECK = 1
export CORE_UTILIZATION = 30
==> design/flow/constraint.sdc <==
current_design calc_clk

set clk_period 4.0
set clk_io_pct 0.2

create_clock -name clk0 -period $clk_period [get_ports {clk}]

set non_clock_inputs [all_inputs -no_clocks]
set_input_delay [expr $clk_period * $clk_io_pct] -clock clk0 $non_clock_inputs
set_output_delay [expr $clk_period * $clk_io_pct] -clock clk0 [all_outputs]
==> flow_summary.yaml <==
# flow metrics
outcome:
  status: "finished, final reports clean"
global_routing:
  antenna_found_initial: 0
  grt-ovfl-total: 0
  grt_pass1_vias: 1537
  use_met2_pct: 21.9
  grt_pass1_wl_mm: 7.63
  use_met1_pct: 23.5
  use_met3_pct: 3.68
  grt_max_degree: 33
  grt.total_usage_pct: 15.3
  grt_busiest_layer: "met1"
timing:
  timing.fmax_ghz: 0.402
  grt_setup_unrepaired: "no"
  period_minus_slack_ns: 2.49
  tns_ns: 0
  worstMarginPinSlew_ns: 0.630
  finalSetupViolations: 0
  hold_viol: 0
  relSlewSlack_pct: 57.6
  skew_ns: 0.0104
  worst_slack_ns: 1.51
  slew_violations: 0
  finalCritPeriodShare_pct: 62.2
clock_network:
  postCtsSetupBuffers: 0
  htree_levels: 2
  holdBufCountCts: 0
  cts_made_buffers: 5
  path_clk_slew_ns: 0.07
  cts_tree: "built"
  clock_sinks: 33
  clockBufferDepth: 2
  clock-root-buffer: "clkbuf_8"
  cts_resized: 0
  clk_latency_ns: 0.29
detailed_routing:
  ant_nets: 0
  antenna_cells: 0
  vias: 1604
  dr.pass1.iters: 4
  wl_per_cell_um: 14.2
  vias_per_cell: 4.83
  drt_iter0_markers: 103
  routed_wl_mm: 4.71
  drc_errors: 0
cells_and_area:
  mostFrequentLayoutCells: "xor2_1, nor2_1, clkdlybuf4s50_1, dfxtp_1, nor4_1"
  fin_cells: 332
  fillCellCount: 610
  area_growth_pct: 24.7
  final_layout_size_suffix_gt1_share_pct: 6.23
  layout_top_cell: "xor2_1"
floorplan:
  ios: 34
  die_h_um: 82.4
  die-area_um2: 6790
  rows: 28
  die_w_um: 82.4
  core_area_um2: 6060
  floorplan.initialDensity_pct: 32.0
placed_design:
  place_inst: 324
  place_congestion: 0.906
  port_buffers: 33
  dp_worst_setup_slack_ns: 1.27
  dp_hpwl_mm: 3.44
synthesis:
  synth_area_per_cell_um2: 8.58
  ys_warn_count: 1
  yosysCellCount: 226
  synth.distinct_cells: 25
  syn_area_um2: 1940
  yosysSeqAreaShare_pct: 34.6
  area_leaders: "dfxtp_1, xor2_1, nor2_1"
  top_area_share_pct: 33.0
  yosysTopAreaCell: "dfxtp_1"
  postSynthCellCount: 226
  synth_flops: 33
  yosys_area_um2: 1940
min_path:
  hold_path_class: "reg2reg"
  whs_path_depth: 1
  holdCritStartpoint: "ct[0]$_SDFF_PN0_"
  holdPathEnd: "ct[0]$_SDFF_PN0_"
pwr:
  p_int_mw: 0.520
  ir_worst_vdd_mv: 0.143
  switching_share_pct: 21.0
  total_power_mw: 0.658
  pwr-share-comb_pct: 7.5
  p_switching_mw: 0.138
  power_density_nw_per_um2: 272
  seqPwrFrac_pct: 50.1
  power.share.clock_pct: 42.4
  leakagePower_nw: 0.972
worst_setup_path:
  ff2ff_setup_slack_ns: 1.97
  critical_path.slowest_cell: "nor4_1"
  crit_type: "in2reg"
  r2r-start: "ct[0]$_SDFF_PN0_"
  path_max_fanout: 32
  end_kind: "flip-flop"
  cp-start-kind: "primary input"
  cp_cell_sequence: "clkdlybuf4s50_1 > xor2_1 > nor4_1 > nand4_1 > nor2_2 > buf_4 > nor2_1"
  slowest_delay_ns: 0.53
  r2r-end: "ct[18]$_SDFF_PN0_"
  r2r_cells: 6
  worstPathArrival_ns: 2.64
  cp.required_ns: 4.16
job:
  warnings: 26
  maxCapViolations: 0
[power by group through the flow]
| stage | clock network, mW | registers, mW | logic, mW |
|---|---|---|---|
| after CTS | 0.285 | 0.330 | 0.0496 |
| final | 0.279 | 0.330 | 0.0491 |
| after global routing | 0.300 | 0.330 | 0.0524 |
[sequential cells by signal, summed over array words and instances (netlist names)]
| register | cells |
|---|---|
| ct | 32 |
| slow_clk | 1 |
[synthesized netlist by cell type]
cell      number
and3_1         5
and4_1         2
buf_2          4
buf_4          2
clkbuf_1       3
clkbuf_2       2
dfxtp_1       32
edfxtp_1       1
ha_1           2
inv_1          7
nand2_1        6
nand3_1       16
nand3_2        1
nand3_4        1
nand4_1       13
nand4_2        1
nor2_1        37
nor2_2         1
nor2b_1        1
nor3_1         6
nor4_1        18
nor4_4         2
nor4b_1        1
xnor2_1       13
xor2_1        49
[worst max-delay path, delay by kind of cell]
| kind | cells | cell delay, ns |
|---|---|---|
| AND/OR/NAND/NOR | 4 | 0.94 |
| buffers and inverters | 2 | 0.74 |
| XOR/XNOR | 1 | 0.14 |
[routing by layer]
layer  routed length (um)  vias up
met3                  370        9
met2                 1920       51
met4                  107        0
met5                    0        -
li1                     -      834
met1                 2310      710
[cell families (layout without fill, tap and decap cells)]
logic type	count (synthesis)	after routing	synth area share, %
DFF	33	33	34.6
and+or+nand+nor	111	111	31.9
adders and majority gates	2	2	1.29
buffers and inverters	18	49	4.26
xor gates and xnor gates	62	62	28.0
[layout make-up]
type | count | area (um^2) | area share (%)
tap | 75 | 93.8 | 3.88
sequential | 33 | 671 | 27.7
clock inverter | 1 | 5.00 | 0.207
multi-input combinational | 175 | 1190 | 49.1
clock buffer | 7 | 96.3 | 3.98
inverter | 7 | 26.3 | 1.09
timing repair buffer | 34 | 338 | 14.0
[through the flow]
stage | hold slack, ns | area [um^2] | utilization [%]
after floorplan | 0.462 | 1940 | -
after global placement | 0.493 | 2320 | 38.2
after detailed placement | 0.500 | 2320 | 38.2
after CTS | 0.517 | 2420 | 39.9
after global routing | 0.539 | 2420 | 39.9
final | 0.521 | 2420 | 39.9
[worst max path at each step]
stage,end,slack [ns],cells past startpoint,from
final,ct[22]$_SDFF_PN0_,1.51,7,m[28]
after global routing,ct[16]$_SDFF_PN0_,1.38,7,m[28]
after CTS,ct[15]$_SDFF_PN0_,1.56,7,m[28]
Power and IR drop assume default switching activity.
